==> /design/flow/design.v <==
module Comparator(inData1 ,inData2 ,equalFlag);
input [31:0]  inData1;
input [31:0]  inData2;
output equalFlag;
assign equalFlag = (inData1 == inData2) ? 1'b1 : 1'b0;
endmodule
==> /design/flow/run.sh <==
#!/bin/bash
# OpenROAD 26Q1-2900-gdf79404cd8, Yosys 0.63+post, stock flow scripts
make -C /OpenROAD-flow-scripts/flow DESIGN_CONFIG=/design/flow/config.mk WORK_HOME=/design/flow/orfs finish
==> /design/flow/config.mk <==
export PLATFORM = sky130hd
export DESIGN_NAME = Comparator
export DESIGN_NICKNAME = Comparator
export VERILOG_FILES = /design/flow/design.v
export SDC_FILE = /design/flow/constraint.sdc
export NUM_CORES = 4
export LEC_CHECK = 1
export CORE_AREA = 10 10 70 70
export DIE_AREA = 0 0 80 80
export SYNTH_HDL_FRONTEND = slang
==> /design/flow/constraint.sdc <==
current_design Comparator

set clk_period 1.8
set clk_io_pct 0.2

create_clock -name clk0 -period $clk_period

set non_clock_inputs [all_inputs -no_clocks]
set_input_delay [expr $clk_period * $clk_io_pct] -clock clk0 $non_clock_inputs
set_output_delay [expr $clk_period * $clk_io_pct] -clock clk0 [all_outputs]
==> Changelog: implementation <==
## Implementation

* Startpoint Class: input port
* WHS Path Cells at 6
* Type of the most critical hold path: input port to output port
* Synthesis-to-finish area growth at 182%
* Max-slew headroom at 82.7%
* Vias per cell at 3.58
* Post-layout minimum cycle time at 1.73 ns
* DP Area at approximately 1100 um^2
* CP Cell Sequence: dlygate4sd2_1 > xor2_1 > nor4_1 > nand4_1 > nor2_1 > buf_2
* Via count at roughly 550
* RSZ-0062 raised after global routing: false
* Die height at 80 um
* Syn avg cell area at 8.06 um^2
* CP arrival at roughly 1.4 ns
* Critical path origin: inData2[9]
* Die Span X at about 80 um
* Synth area leader: xor2_1
* Largest net degree at the start of global routing at 2
* Max Fclk at between 500 and 600 MHz
* I/O Buffers at 65
* Post-DP HPWL at 1830 um
* Power per Cell Area at approximately 170 nW/um^2
* Crit Path Max Fanout at 1
* Synth Instances at between 40 and 50
* Cell Rows at 21
* # hold bufs at CTS at 0
* Total Power at about 0.17 mW
* Nature of the critical path endpoint: output port
* Worst Setup Slack, final at 0.0698 ns
* Pre-CTS WS at -0.689 ns
* # diodes at 0
* Routed Antenna Nets at 0
* FF+latch area at 0 um^2
* Antenna violations before repair at 0
* Crit path kind: input port to output port
* Biggest area cells: xor2_1 81%, nor4_1 14%, nand4_1 3.6%
* Fin crit share at 96.1%
* Core region area at 3420 um^2
* Initial Utilization at 10.1%
* Reported max-cap violation count at 0
* WHS Endpoint: equalFlag
* Outcome: completed
* CLK BUF at 0
* Hold Violations, Final at 0
* Aggregate global-route resource usage at 5.52%
* Post-route cell area at just under 1000 um^2
* Seq/Total Area, Yosys at 0%
* Routed Wire Length at 1900 um
* Chip area at 6400 um^2
* Post-Place Cells at roughly 150
* Synth top cells by count: 32 x xor2_1, 8 x nor4_1, 2 x nand4_1
* Critical Path RT at 1.44 ns
* Number of remaining DRC errors at 0
* Lkg Pwr at 0.456 nW
* Origin of the worst min-delay path: inData1[2]
* Finish-stage setup viols at 0
* Most numerous cell in the Yosys netlist: xor2_1
* Worst ir drop on vdd at 0.0511 mV
* Worst-Margin Slew at roughly 0.26 ns
* Max-slew violations at 0
* Comb area at ~370 um^2
* Critical-path top delay cell: nor4_1
* Placer Congestion at 0.814
* GR Overflow Total at 0
* Synth Cell Area at 347 um^2
* Fillers at between 300 and 400
* Layout cell share with drive strength beyond 1 at 15.7%
* TritonRoute pass-1 iters at 1
* Seq cells at 0
* First-pass GRT wire length at about 2900 um
* IO Pins at 65
* Wire per inst at approximately 12 um
* Cell count in the Yosys report at roughly 43
* Vias in the first global route at 622
* Area share, top type at 80.9%
* Fin cells at 154
* Critical path's largest stage delay at 0.28 ns
* Unique cell types at 4
* Ys Warns at 0
* Chip Area, Yosys at 347 um^2
* Log Warnings at 32
* Starting DRT DRC Count at 0
[report_power, final]
part           switching [mW]  internal, mW
sequential                  0             0
combinational          0.0592         0.107
clock                       0             0
total                  0.0592         0.107
[critical path, delay by kind of cell]
kind	cells	cell delay [ns]
AND/OR/NAND/NOR	3	0.51
buffers and inverters	2	0.35
XOR/XNOR	1	0.15
[stage by stage]
| step | utilization [%] | hold slack [ns] | TNS, ns |
|---|---|---|---|
| 2_1_floorplan | - | 0.954 | 0 |
| 3_3_place_gp | 30.9 | 1.87 | -0.676 |
| 3_5_place_dp | 30.9 | 1.86 | -0.689 |
| 4_1_cts | 29.4 | 1.35 | 0 |
| 5_1_grt | 28.6 | 1.30 | 0 |
| 6_report | 28.6 | 1.23 | 0 |
[cell type report]
cell class	instances	share of cell area, %
multi-input combinational	43	38.0
timing repair buffer	65	56.1
tap	46	5.88
[worst max path at each step]
stage	end	slack (ns)	depth (start not counted)
CTS	equalFlag	0.006	6
finish	equalFlag	0.07	6
global route	equalFlag	0.002	6
[cells by family after synthesis]
logic type / after synthesis / synth area share [%]
simple gates: 11 / 19.1
xor+xnor: 32 / 80.9
[what timing repair did]
action	in CTS	in global routing
setup buffers	0	0
setup endpoints to repair	1	1
pin swaps	31	20
hold endpoints to repair	0	0
gates resized	88	31
[cell usage in the layout, fill, tap and decap left out, drive strengths merged]
cell | Yosys | layout
xor2 | 32 | 32
dlygate4sd2 | 0 | 29
clkdlybuf4s15 | 0 | 23
clkbuf | 0 | 12
nor4 | 8 | 8
nand4 | 2 | 2
nor2 | 1 | 1
buf | 0 | 1
[metal layers]
layer / wire length [um] / track usage [%] / up-vias
met4: 0 / 0 / 0
met2: 589 / 7.95 / 62
met1: 980 / 7.45 / 211
li1: - / - / 279
met5: 0 / 0 / -
met3: 331 / 3.07 / 0
No activity file was given, so power comes from the tool's default toggle rates.
